==> ./design.v <==
module RAW2GRAY(
	input clk, 		 
	input rst, 		 
	input [11:0] pixel,	 
	input pixel_valid,		 
	input [15:0] col_num,	 
	input [15:0] row_num,	 
	output[11:0]  gray_pixel,	 
	output gray_pixel_valid,		 
	output gray_pixel_edge		 
);
wire [11:0] shift_out;
wire [13:0] sum;
reg [13:0] flopped_sum;
wire [13:0] output_sum;
shift_reg #(.DATA_WIDTH(12), .SHIFT_LENGTH(1280)) sr (
	.clk(clk),
	.rst(rst),
	.en(pixel_valid),
	.in(pixel),
	.out(shift_out)
);
assign sum = pixel + shift_out;  
assign output_sum = flopped_sum + sum;
assign gray_pixel = output_sum[13:2];	 
assign gray_pixel_valid = (pixel_valid && (row_num[0] == 1'b1)
			&& (col_num[0] == 1'b1)) ? 1'b1 : 1'b0;
assign gray_pixel_edge = ((row_num == 15'd1) || (row_num == 15'd959)
			|| (col_num == 15'd1) || (col_num == 15'd1279));
always @(posedge clk, negedge rst) begin
	if (!rst) begin
		flopped_sum <= 14'b0;
	end else begin
		flopped_sum <= sum;
	end
end
endmodule
module shift_reg(clk, rst, en, in, out);
parameter DATA_WIDTH = 12;  
parameter SHIFT_LENGTH = 640;
input clk, rst, en;
input wire [DATA_WIDTH-1:0] in;
output wire [DATA_WIDTH-1:0] out;
reg [DATA_WIDTH-1:0] shift[SHIFT_LENGTH-1:0];
assign out = shift[SHIFT_LENGTH-1];
integer i;  
always @(posedge clk, negedge rst) begin
	if (!rst) begin  
		for (i = 0; i < SHIFT_LENGTH; i = i+1) begin
			shift[i] <= 0;
		end
	end else begin
		if (en) begin
			for (i = 1; i < SHIFT_LENGTH; i = i+1) begin
				shift[i] <= shift[i-1];
			end
			shift[0] <= in;
		end else begin
			for (i = 0; i < SHIFT_LENGTH; i = i+1) begin
				shift[i] <= shift[i];
			end
		end
	end
end
endmodule
==> ./run.sh <==
#!/bin/bash
# OpenROAD 26Q1-2900-gdf79404cd8, Yosys 0.63+post, stock flow scripts
make -C /OpenROAD-flow-scripts/flow DESIGN_CONFIG=/design/flow/config.mk WORK_HOME=/design/flow/orfs finish
==> ./config.mk <==
export PLATFORM = sky130hd
export DESIGN_NAME = RAW2GRAY
export DESIGN_NICKNAME = RAW2GRAY
export VERILOG_FILES = /design/flow/design.v
export SDC_FILE = /design/flow/constraint.sdc
export NUM_CORES = 4
export LEC_CHECK = 1
export CORE_UTILIZATION = 50
==> ./constraint.sdc <==
current_design RAW2GRAY

set clk_period 9.0
set clk_io_pct 0.2

create_clock -name clk0 -period $clk_period [get_ports {clk}]

set non_clock_inputs [all_inputs -no_clocks]
set_input_delay [expr $clk_period * $clk_io_pct] -clock clk0 $non_clock_inputs
set_output_delay [expr $clk_period * $clk_io_pct] -clock clk0 [all_outputs]
==> results.py <==
# Synthesis and PnR figures
metrics = {
    "job": {
        "drv_cap": 0,
        "warnings": 577,
    },
    "final_timing": {
        "finClkSkew_ns": 0.06962,
        "timing.hold.ws_ns": 0.4398,
        "slew_violations": 0,
        "setup_viol": 0,
        "fmax_ghz": 0.1357,
        "worstMarginPinSlew_ns": 0.8236,
        "rsz0062_at_grt": "no",
        "hold_viol": 0,
        "fin_tns_setup_ns": 0,
        "final.period_utilization": 0.8186,
        "relSlewSlack": 0.4510,
        "period_needed_ns": 7.367,
    },
    "yosys": {
        "synth-async-reset-ratio": 1.000,
        "area_leaders": "dfrtp_1 (67%), mux2_2 (30%), buf_6 (2.0%)",
        "synth_top_area_share": 0.6705,
        "ys_cells": 32580,
        "synthTopCellsByCount": "dfrtp_1 (15370), mux2_2 (15360), buf_6 (1032)",
        "synth_seq_share": 0.6705,
        "syn-mean-instance-area_um2": 17.61,
        "ys.flop_type": "dfrtp_1",
        "yosys_warnings": 3,
        "ys_chip_area_um2": 573700,
        "syn_area_um2": 573700,
        "edf_count": 0,
        "synth.largest_area_cell": "dfrtp_1",
        "ys.flops": 15370,
        "most_common_cell": "dfrtp_1",
        "syn-instance-count": 32580,
        "synth_cell_type_count": 35,
    },
    "setup_path": {
        "slowest_delay_ns": 0.49,
        "cp.required_ns": 7.20,
        "cp_slowest_cell": "clkdlybuf4s50_1",
        "cp.arrival_ns": 5.57,
        "critical_path_class": "in -> out",
        "cp-end-kind": "primary output",
        "cp_max_fo": 3,
        "crit_path_cell_trace": "clkdlybuf4s50_1 -> ha_1 -> fa_1 -> a21oi_1 -> buf_4 -> o2111ai_1 -> a31o_2 -> a21oi_1 -> xnor2_1 -> ha_1 -> nand2_1 -> nor3_1 -> nand4_1 -> nand3b_1 -> xor2_1 -> clkdlybuf4s50_1",
        "cp-start-kind": "primary input",
    },
    "die": {
        "chipHeight_mm": 1.073,
        "fp_util": 0.5014,
        "die_w_mm": 1.073,
        "dieArea_um2": 1152000,
        "coreArea_um2": 1144000,
        "num_rows": 393,
        "io_pins": 61,
    },
    "global_route": {
        "antenna_found_initial": 2,
        "grt_pass1_vias": 271300,
        "overflow": 0,
        "grt_max_degree": 154,
        "grt_pass1_wl_mm": 1278,
        "grt_use_total": 0.1327,
    },
    "clock_network": {
        "cts_resized": 0,
        "clockRootBuffer": "clkbuf_16",
        "cts_tree": "built",
        "clk_path_buf_depth": 6,
        "cts_made_buffers": 1645,
        "path_clk_slew_ns": 0.06,
        "htree_levels": 7,
        "cts.sinks": 15370,
        "cts_setup_buffers": 0,
        "clock_latency_ns": 1.25,
        "cts_hold_buf": 0,
    },
    "worst_hold_path": {
        "hp-class": "reg -> reg",
    },
    "routing": {
        "vias_per_cell": 5.110,
        "ant_nets": 0,
        "drtIter0Drc": 10310,
        "wl_met1_mm": 335.7,
        "drc_errors": 0,
        "highest_layer": "met4",
        "wl_per_cell_um": 13.99,
        "wl_met2_mm": 308.1,
        "dr.pass1.iters": 4,
        "wl_mm": 692.6,
        "route.vias.total": 252900,
        "wl_met3_mm": 24.87,
    },
    "final_layout": {
        "drive_above_1_share": 0.5360,
        "largest_reg_flops": 15360,
        "area_delta_synth_final_pct": 11.11,
        "fillCellCount": 85280,
        "finalNonFillerCells": 49500,
        "flop_area_um2": 384700,
        "mi_logic_area_um2": 174000,
    },
    "place": {
        "dp_hpwl_mm": 361.0,
        "gp_congestion": 0.7237,
        "portBuffers": 60,
        "dp_cells": 46610,
    },
    "status": {
        "status": "finished, final reports clean",
    },
    "power": {
        "ir_drop_mv": 0.1898,
        "p_leak_nw": 329.8,
        "pwr_density_cell_nw_per_um2": 220.6,
        "total_power_mw": 140.6,
    },
}
## worst paths after layout
check	cells after the start	slack [ns]	from	endpoint
worst max-delay path	16	1.63	pixel[0]	gray_pixel[10]
worst min-delay path	1	0.44	sr.shift[623][8]$_DFFE_PN0P_	sr.shift[624][8]$_DFFE_PN0P_
worst max register to register	8	6.74	sr.shift[1279][0]$_DFFE_PN0P_	flopped_sum[10]$_DFF_PN0_
worst min register to register	1	0.44	sr.shift[623][8]$_DFFE_PN0P_	sr.shift[624][8]$_DFFE_PN0P_
max in group asynchronous	5	5.69	rst	sr.shift[27][1]$_DFFE_PN0P_
min in group asynchronous	1	0.50	rst	sr.shift[437][3]$_DFFE_PN0P_
## final cells by class
class                           instances  share of cell area
Inverter                                5          0.00002944
Sequential cell                     15370              0.6035
Clock inverter                        486            0.009125
Clock buffer                         2398             0.07572
Multi-Input combinational cell      15500              0.2730
Tap cell                            15210             0.02985
Antenna cell                            5          0.00001963
Timing Repair Buffer                  526            0.008781
## layout by cell type, fill, tap and decap left out, types with 6 or more instances in the layout
master,Yosys,final
dfrtp_1,15370,15370
clkdlybuf4s50_1,0,58
bufinv_16,0,118
nor2_1,10,10
clkinv_8,0,14
nand3_1,7,7
clkbuf_16,0,1665
nand2_1,10,10
ha_1,24,24
clkbuf_8,0,385
clkinvlp_4,0,32
buf_12,0,117
inv_6,0,17
mux2_2,15360,15360
clkbuf_1,0,348
xnor2_1,14,14
xor2_1,7,7
nand4_1,6,6
buf_4,1,349
clkinv_2,0,295
a21oi_1,12,12
## power breakdown
group | total (mW) | internal, mW | switching [mW]
Combinational | 4.46 | 1.73 | 2.73
Clock | 66.1 | 40.3 | 25.7
Sequential | 70.1 | 69.8 | 0.302
## metal layers
layer,vias up,track usage
met3,1781,0.02228
li1,117100,-
met4,0,0.03767
met1,131800,0.2222
met5,-,0
met2,2161,0.1945
## critical path, delay by kind of cell
family	cells	cell delay (ns)
buffers and inverters	3	1.09
xor gates and xnor gates	2	0.28
AOI/OAI and AO/OA	4	0.84
and+or+nand+nor	4	0.56
adders and majority gates	3	0.99
## through the flow
| step | setup WS, ns | area, µm² | utilization |
|---|---|---|---|
| global route | 1.423 | 637500 | 0.5571 |
| detailed placement | 1.665 | 583400 | 0.5098 |
| finish | 1.633 | 637500 | 0.5571 |
| CTS | 1.623 | 637500 | 0.5571 |
| floorplan | 3.022 | 573700 | - |
| global placement | 1.351 | 583400 | 0.5098 |
## cell families (layout without fill, tap and decap cells)
| logic type | after synthesis | count (layout) | share of synthesized area |
|---|---|---|---|
| AND-OR/OR-AND | 37 | 37 | 0.0004275 |
| flip-flops | 15370 | 15370 | 0.6705 |
| other | 0 | 5 | 0 |
| XOR/XNOR | 21 | 21 | 0.0003206 |
| multiplexers | 15360 | 15360 | 0.3015 |
| AND/OR/NAND/NOR | 53 | 53 | 0.0004755 |
| adder cells (fa/ha/maj) | 25 | 25 | 0.0005583 |
| buffers and inverters | 1712 | 3415 | 0.02618 |
No activity file was given, so power comes from the tool's default toggle rates.
